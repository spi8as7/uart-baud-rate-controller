$ cat /design/flow/design.v
`timescale 1ns / 1ps
module baud_controller(
    input reset,
    input clk,
    input [2:0] baud_select,
    output sample_ENABLE
    );
	reg[13:0] q;
	reg [13:0]counter;
	wire[13:0] q_next;
	always@(posedge clk,posedge reset)
		if(reset)
			q<=0;
		else 
			q<= q_next;
	always@(posedge clk,posedge reset)
		if(reset) 
			counter<=1;
		else
			case(baud_select) 
				3'b000: 	
							begin
							counter <= 14'b10100010110000;
							end
				3'b001: 	
							begin
							counter <= 12'b101000101100;
							end
				3'b010: 	
							begin
							counter <= 10'b1010001011;
							end
				3'b011: 	
							begin
							counter <= 9'b101000101;
							end
				3'b100: 	
							begin
							counter <= 8'b10100010;
							end
				3'b101: 	
							begin
							counter <= 7'b1010001;
							end
				3'b110: 	
							begin
							counter <= 6'b110110;
							end	
				3'b111: 	
							begin
							counter <= 5'b11100;
							end								
			endcase				
	assign q_next = ( q == counter ) ? 0 : q+1;	
	assign sample_ENABLE = ( q == counter ) ? 1'b1 : 1'b0;
endmodule
`timescale 1ns / 1ps
module uart_transmitter(
    input reset,
    input clk,
    input [7:0] Tx_DATA,
    input [2:0] baud_select,
    input Tx_EN, 
    input Tx_WR,
    output reg TxD,
    output reg Tx_BUSY
    );
	reg [7:0] tx_byte;
	reg parity=0;
   reg [3:0] remaining_bits;
	reg [1:0]state=2'b00;
	reg [10:0]debug;
	wire Tx_sample_ENABLE; 
	 baud_controller baud_controller_tx_instance(reset,clk,baud_select,Tx_sample_ENABLE);
	 always@(Tx_sample_ENABLE) 
		if(Tx_EN && Tx_sample_ENABLE)
		begin
			case(state)
				2'b00:
						begin
							tx_byte <= Tx_DATA;
							remaining_bits <= 8;
							TxD <= 0;
							debug <= {TxD, debug[10:1]};
							Tx_BUSY<=1;
							state<= 2'b01;
							end  
				2'b01:		begin
								if(remaining_bits == 0)
									begin
									TxD <= tx_byte[0];
									tx_byte <= {1'b0, tx_byte[7:1]};
									debug <= {TxD, debug[10:1]};
									state <= 2'b10;
									end	
								else
									begin
									remaining_bits <= remaining_bits -1;
									TxD <= tx_byte[0];
									debug <= {TxD, debug[10:1]};
									if (TxD)
										parity <= ~parity;
									tx_byte <= {1'b0, tx_byte[7:1]};
									Tx_BUSY<=1;
									end
								end
				2'b10:			
									begin
									TxD <= parity;
									debug <= {TxD, debug[10:1]};
									parity<=0;
									Tx_BUSY<=1;
									state<=2'b11;
								end	
				2'b11:
									begin	
									TxD <= 1;
									debug <= {TxD, debug[10:1]};
									Tx_BUSY<=0;
									state<=2'b00;
									end	
			endcase
		end
endmodule
$ cat /design/flow/run.sh
#!/bin/bash
# OpenROAD 26Q1-2900-gdf79404cd8, Yosys 0.63+post, stock flow scripts
make -C /OpenROAD-flow-scripts/flow DESIGN_CONFIG=/design/flow/config.mk WORK_HOME=/design/flow/orfs finish
$ cat /design/flow/config.mk
export PLATFORM = sky130hd
export DESIGN_NAME = uart_transmitter
export DESIGN_NICKNAME = uart_transmitter
export VERILOG_FILES = /design/flow/design.v
export SDC_FILE = /design/flow/constraint.sdc
export NUM_CORES = 4
export LEC_CHECK = 1
export CORE_UTILIZATION = 40
$ cat /design/flow/constraint.sdc
current_design uart_transmitter

set clk_period 4.6
set clk_io_pct 0.2

create_clock -name clk0 -period $clk_period [get_ports {clk}]

set non_clock_inputs [all_inputs -no_clocks]
set_input_delay [expr $clk_period * $clk_io_pct] -clock clk0 $non_clock_inputs
set_output_delay [expr $clk_period * $clk_io_pct] -clock clk0 [all_outputs]
==> metrics.log <==
[flow] final metrics
[metrics] result of the run: completed
[metrics] startpoint of the worst setup timing path: baud_select[1]
[metrics] Total Neg Setup Slack: 0 ns
[metrics] most frequent cells in the layout: sky130_fd_sc_hd__dfrtp_1, sky130_fd_sc_hd__dlxtn_1, sky130_fd_sc_hd__nor2_1
[metrics] power density over cell area: between 300 and 400 nW/µm²
[metrics] hold worst-path end: baud_controller_tx_instance.q[12]
[metrics] final non-filler cell total: about 240
[metrics] cell count in the Yosys report: around 180
[metrics] wire length on met3: between 40 and 50 µm
[metrics] Detail Placement HPWL: 2110 µm
[metrics] placed insts: about 240
[metrics] FF-to-FF path depth: 5
[metrics] x dimension of the die: 69.8 µm
[metrics] count of final setup violators: 0
[metrics] cell with the largest stage delay on the worst path: sky130_fd_sc_hd__clkdlybuf4s50_1
[metrics] worst path cell trace: clkdlybuf4s50_1 -> inv_1 -> ha_1 -> nor2b_1 -> a21o_1
[metrics] peak fanout along the critical path: 6
[metrics] routed wire length: about 2700 µm
[metrics] transition time at the pin with the least slew margin: between 0.6 and 0.7 ns
[metrics] master cell of the clock root buffer: sky130_fd_sc_hd__clkbuf_8
[metrics] detailed-route via count: ~1200
[metrics] clock input transition at the sequential cells of the worst setup and hold paths: roughly 0.080 ns
[metrics] launch point of the worst reg-to-reg path: baud_controller_tx_instance.counter[0]
[metrics] Final Power: ~0.64 mW
[metrics] DRC viols: 0
[metrics] global placement routability congestion: approximately 0.83
[metrics] worst-case headroom to the max-slew limit: roughly 56%
[metrics] area share, top type: around a third
[metrics] count of warnings emitted by yosys: 19
[metrics] time the worst path needs with I/O delays and setup: 2.03 ns
[metrics] top cell family by delay on the critical path: buffers and inverters
[metrics] CP peak stage delay: between 0.5 and 0.6 ns
[metrics] total setup buffers inserted after CTS: 0
[metrics] Final Instance Area: between 2000 and 2500 µm²
[metrics] Period Utilization, post-route: 44.1%
[metrics] cell row count: 24
[metrics] Worst EP required: 4.77 ns
[metrics] Max rail drop VDD: 0.252 mV
[metrics] number of buffers and inverters on the critical path: 2
[metrics] starting DRC count in detailed routing: approximately 47
[metrics] count of endpoints without a timing constraint: 19
[metrics] Layout area overhead: 14.8%
[metrics] height of the chip: between 60 and 70 µm
[metrics] post-cts gate resize count: 0
[metrics] Worst Hold Path Cells: 1
[metrics] global-route wire length before repair: 5050 µm
[metrics] count of antenna-violating nets left after detailed routing: 0
[metrics] type of the tightest min-delay check: reg -> reg
[metrics] number of instances in the synthesized netlist: 175
[metrics] clock skew: approximately 0.0014 ns
[metrics] hold path startpoint: baud_controller_tx_instance.q[12]
[metrics] pin count of the biggest net entering global routing: 27
[metrics] fraction of layout cells with a size suffix above 1: approximately a tenth
[metrics] startpoint class of the critical path: input port
[metrics] total grt overflow: 0
[metrics] fin util: 48.1%
[metrics] register pins left without a clock: 17
[metrics] mapped cell area: around 1800 µm²
[metrics] tool warnings: 34
[metrics] first-pass detailed-route iteration total: 4
[metrics] port buffer count: 15
[metrics] max-cap violations: 0
[metrics] chip area: 4870 µm²
[metrics] cell type with the largest total area after synthesis: sky130_fd_sc_hd__dfrtp_1
[metrics] total count of hold-check failures in the final report: 0
[metrics] Register-to-Register Setup Slack: approximately 2.9 ns
[metrics] CTS H-Tree Depth: 1
[metrics] total routing usage reported by global routing: between 10% and 20%
[metrics] count of different cell masters after synthesis: 36
[metrics] most frequent logic cell in the layout: sky130_fd_sc_hd__dfrtp_1
[metrics] Synth Area per Inst: between 10 and 15 µm²
[metrics] count of pins over their slew limit: 0
[metrics] leakage power total: between 0.9 and 1 nW
[metrics] insertion delay at the late pin of the worst-skew pair: roughly 0.27 ns
[metrics] CTS buffer count: 3
[metrics] number of synthesized register bits: around 43
[metrics] RSZ-0062 raised after global routing: no
[metrics] initial antenna violation count: 0
[metrics] total I/O pin count: 17
[metrics] CP endpoint kind: flop
[metrics] Critical Path AT: between 2 and 2.5 ns
[metrics] synthesized chip area reported by yosys: about 1800 µm²
[metrics] placed standard-cell area: a little over 2000 µm²
[metrics] Std-Cell Core Area: roughly 4400 µm²
[metrics] Pre-Place Util: about two fifths
[metrics] DR WL met2: roughly 1200 µm
[metrics] number of antenna repair diodes: 0
[metrics] Avg WL per Cell: roughly 11 µm
[metrics] endpoint of the worst-slack reg-to-reg timing path: baud_controller_tx_instance.q[11]
[metrics] top post-synthesis cells by area: sky130_fd_sc_hd__dfrtp_1, sky130_fd_sc_hd__dlxtn_1, sky130_fd_sc_hd__ha_1, sky130_fd_sc_hd__xnor2_1, sky130_fd_sc_hd__xor2_1
[metrics] maximum buffer depth of the clock tree: 2
[metrics] Via density: approximately 4.8
[metrics] via count of the first global-routing pass: around 1100
[metrics] CTS Hold Bufs: 0
[metrics] Setup Crit Path Kind: in -> reg
[metrics] TritonCTS clock tree: built
[metrics] Post-Route M1 WL: about 1400 µm
[metrics] highest clock rate: approximately 0.5 GHz
[metrics] highest metal layer with signal wires: met4
final cells by class:
cell class | count | area, µm²
Fill cell | 378 | 2270
Sequential cell | 43 | 907
Multi-Input combinational cell | 116 | 863
Timing Repair Buffer | 17 | 165
Tap cell | 52 | 65.1
Clock buffer | 3 | 41.3
Inverter | 10 | 37.5
Clock inverter | 1 | 30.0
routing by layer:
| metal | vias up | GRT usage, % |
|---|---|---|
| met5 | - | 0 |
| met4 | 0 | 0.889 |
| met3 | 2 | 2.06 |
| met2 | 9 | 19.0 |
| met1 | 546 | 22.0 |
| li1 | 608 | - |
how the worst max path moves through the flow:
stage | end | slack, ns | cells past startpoint
after global routing | baud_controller_tx_instance.counter[3] | 2.52 | 5
after CTS | baud_controller_tx_instance.counter[3] | 2.56 | 5
final | baud_controller_tx_instance.counter[3] | 2.57 | 5
registers in the layout, indices dropped and copies added (netlist names):
| name | cells |
|---|---|
| TxD | 1 |
| Tx_BUSY | 1 |
| baud_controller_tx_instance.counter | 12 |
| baud_controller_tx_instance.q | 14 |
| parity | 1 |
| remaining_bits | 4 |
| state | 2 |
| tx_byte | 8 |
worst register-to-register path, cell delays in order, from the launching register on:
cell	delay, ns
sky130_fd_sc_hd__dfstp_2	0.54
sky130_fd_sc_hd__xor2_1	0.06
sky130_fd_sc_hd__or3_1	0.35
sky130_fd_sc_hd__nor4_4	0.29
sky130_fd_sc_hd__buf_4	0.27
sky130_fd_sc_hd__nor2_1	0.07
cells by family after synthesis:
kind of cell / count (synthesis) / share of synthesized area, %
simple gates: 60 / 18.0
xor+xnor: 26 / 12.4
flops: 26 / 35.5
latches: 17 / 13.9
buf+inv: 16 / 3.68
fa+ha+maj: 12 / 8.17
compound gates: 11 / 4.15
mux: 7 / 4.29
through the flow:
stage	hold WS, ns	worst slack [ns]
finish	0.508	2.57
global route	0.522	2.52
global placement	0.481	2.30
floorplan	0.449	2.96
detailed placement	0.480	2.27
CTS	0.504	2.56
cells in the mapped netlist (all sizes together):
cell	instances
dfrtp	25
dlxtn	16
nor2	16
xnor2	13
xor2	13
ha	12
inv	10
nand3	9
mux2	7
nand2	7
nand4	6
nor2b	6
clkbuf	5
a21o	3
and2	3
and3	2
and4	2
nand2b	2
nor3	2
o21ai	2
a21oi	1
a221oi	1
and2b	1
buf	1
dfstp	1
dlxtp	1
nor3b	1
nor4	1
o2111ai	1
o211ai	1
o21bai	1
o22ai	1
or2	1
or3	1
power breakdown:
group | internal (mW) | switching [mW] | total, mW
Sequential | 0.273 | 0.0517 | 0.324
Combinational | 0.0731 | 0.0608 | 0.134
Clock | 0.116 | 0.0674 | 0.184
No activity file was given, so power comes from the tool's default toggle rates.
