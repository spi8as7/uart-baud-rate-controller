`design.v`:
```
`timescale 1ns / 1ps
module baud_controller(
    input reset,
    input clk,
    input [2:0] baud_select,
    output sample_ENABLE
    );
	reg[13:0] q;
	reg [13:0]counter;
	wire[13:0] q_next;
	always@(posedge clk,posedge reset)
		if(reset)
			q<=0;
		else 
			q<= q_next;
	always@(posedge clk,posedge reset)
		if(reset) 
			counter<=1;
		else
			case(baud_select) 
				3'b000: 	
							begin
							counter <= 14'b10100010110000;
							end
				3'b001: 	
							begin
							counter <= 12'b101000101100;
							end
				3'b010: 	
							begin
							counter <= 10'b1010001011;
							end
				3'b011: 	
							begin
							counter <= 9'b101000101;
							end
				3'b100: 	
							begin
							counter <= 8'b10100010;
							end
				3'b101: 	
							begin
							counter <= 7'b1010001;
							end
				3'b110: 	
							begin
							counter <= 6'b110110;
							end	
				3'b111: 	
							begin
							counter <= 5'b11100;
							end								
			endcase				
	assign q_next = ( q == counter ) ? 0 : q+1;	
	assign sample_ENABLE = ( q == counter ) ? 1'b1 : 1'b0;
endmodule
`timescale 1ns / 1ps
module system(
    input clk,
    input reset,
	 input Tx_WR,
	 input Tx_EN,
	 input [2:0]baud_select,
	 input Rx_EN,
    input RxD,
    output reg [7:0] Rx_DATA,
    output reg Rx_FERROR,   
    output reg Rx_PERROR,   
    output reg Rx_VALID,     
	 output reg TxD,
    output reg Tx_BUSY
    );
	reg [7:0] tx_byte;
	reg parity1=0;
   reg [3:0] remaining_bits1;
	reg [1:0]state1=2'b00;
	wire Rx_sample_ENABLE;
   reg [3:0] remaining_bits2;
	reg [1:0]state2=2'b00;	
	reg parity2=0;  
	reg [7:0]Tx_DATA;
	baud_controller baud_controller_tx_instance(reset,clk,baud_select,Rx_sample_ENABLE);
	always@(Rx_sample_ENABLE) 
		if(Tx_EN && Rx_sample_ENABLE)
		begin
			case(state1)
				2'b00:
						begin
							tx_byte <= Tx_DATA;
							remaining_bits1 <= 8;
							TxD <= 0;
							Tx_BUSY<=1;
							state1<= 2'b01;
							end  
				2'b01:		begin
								if(remaining_bits1 == 0)
									begin
									TxD <= tx_byte[0];
									tx_byte <= {1'b0, tx_byte[7:1]};
									state1 <= 2'b10;
									end	
								else
									begin
									remaining_bits1 <= remaining_bits1 -1;
									TxD <= tx_byte[0];
									if (TxD)
										parity1 <= ~parity1;
									tx_byte <= {1'b0, tx_byte[7:1]};
									Tx_BUSY<=1;
									end
								end
				2'b10:			
									begin
									TxD <= parity1;
									parity1<=0;
									Tx_BUSY<=1;
									state1<=2'b11;
								end	
				2'b11:
									begin	
									TxD <= 1;
									Tx_BUSY<=0;
									state1<=2'b00;
									end	
			endcase
		end
		always@(Rx_sample_ENABLE) 
		if(Rx_EN && Rx_sample_ENABLE)
			case(state2)
				2'b00:	begin
							Rx_VALID<=0;
							if(!TxD)	
								begin
								remaining_bits2 <= 8;
								state2<=2'b01;	
								end
							end	
				2'b01:   begin
								Rx_VALID<=0; 
									begin
									remaining_bits2 <= remaining_bits2 -1;
									if(remaining_bits2 == 1)
										begin
										state2<=2'b10;;
										end
									if (RxD)
										parity2 <= ~parity2;
									Rx_DATA <= {TxD, Rx_DATA[7:1]};
									end
							end		
				2'b10:	begin
							if(TxD == parity2)
								begin
								state2<=11;
								Rx_VALID<=1;
								Rx_PERROR<=0;
								end
							else
								begin
								state2<=00;
								Rx_PERROR<=1;
								end
							end
				2'b11:	begin
							state2<=00;
							Rx_VALID<=1;
							Rx_FERROR<=0;
							end
		endcase
		reg [1:0]counter=2'b00;
		always@(Tx_BUSY)
			if(!Tx_BUSY)
				case(counter)
					2'b00: Tx_DATA<=8'b10101010;
					2'b01: Tx_DATA<=8'b11110000;
					2'b10: Tx_DATA<=8'b00001111;
					2'b11: Tx_DATA<=8'b01010101;
				endcase
		always@(Tx_BUSY)
			if(!Tx_BUSY)
				counter<=counter+1; 	
endmodule
```
`run.sh`:
```
#!/bin/bash
# OpenROAD 26Q1-2900-gdf79404cd8, Yosys 0.63+post, stock flow scripts
make -C /OpenROAD-flow-scripts/flow DESIGN_CONFIG=/design/flow/config.mk WORK_HOME=/design/flow/orfs finish
```
`config.mk`:
```
export PLATFORM = sky130hd
export DESIGN_NAME = system
export DESIGN_NICKNAME = system
export VERILOG_FILES = /design/flow/design.v
export SDC_FILE = /design/flow/constraint.sdc
export NUM_CORES = 4
export LEC_CHECK = 1
export CORE_UTILIZATION = 30
```
`constraint.sdc`:
```
current_design system

set clk_period 5.4
set clk_io_pct 0.2

create_clock -name clk0 -period $clk_period [get_ports {clk}]

set non_clock_inputs [all_inputs -no_clocks]
set_input_delay [expr $clk_period * $clk_io_pct] -clock clk0 $non_clock_inputs
set_output_delay [expr $clk_period * $clk_io_pct] -clock clk0 [all_outputs]
```
==> results.txt <==
Implementation results.

The post-layout worst setup margin is 3.195 ns. The count of cell types in the netlist is 39. The number of register pins that no clock reaches is 40. The number of buffers inserted to repair setup after CTS is 0. The horizontal die dimension reported for this design is 93.04 um.

Measured along the y axis, the die boundary spans 93.04 um. The routed layout has 1641 vias. Looking at the clock tree report, the H-tree level count equals 1. The count of endpoints without a timing constraint is 52. Yosys attributes the largest share of cell area to dfrtp_1 25%, dlxtn_1 24%, ha_1 9.1%. The area reported by Yosys stat is 0.002486 mm^2.

For reference, the post-synthesis area per instance comes to 9.788 um^2. Dividing the detail-routed wire length by the instance count gives 9.866 um. The post-synthesis cell count is 254. The final antenna diode tally reported by the flow is 0. Setup repair after global routing left no endpoint under its margin. The floorplan core area is 0.007888 mm^2. The max-capacitance violation count is 0. The kind of end point of the critical path is a flip-flop. Counting flops and latches in the post-synthesis netlist gives 66. The final timing report lists clock skew as 0.005764 ns. The residual overflow from global routing is 0.

The commonest cells after synthesis are 39 x dlxtn_1, 25 x dfrtp_1, 25 x nand2_1. CTS placed an instance of clkbuf_8 at the clock tree root. The final layout contains routed wiring with a total length of 3670 um. The complex-gate fraction of the synthesized area is 7.146%. The via count of the first global-routing pass came to 1510.

CTS reports a maximum clock tree buffer depth of 2. The shortest clock period the worst path allows after layout is 2.205 ns. The run finished with clean final reports. The CTS tree is built. The number of buffers added on ports is 19.

The top-level I/O count is 22. The layout summary lists the proportion of cells stronger than drive strength 1 as 7.037%. The flow reports an fmax of 0.4536 GHz. The kind of launch point of the worst setup path is an input pin.

Per the synth stats, the proportion of register bits with asynchronous set or reset is 39.39%. In this run the worst hold path is classified as reg -> reg. The share of the cycle needed by the critical path after routing is 40.83%. Clock latency on the worst-skew pair, taken at its later pin, is 0.26 ns. The synthesis report lists the Yosys warning total as 38. The OpenROAD report gives the critical path a required time of 5.56 ns. In this run the core area contains 32 standard-cell rows. At the floorplan stage, the core utilization is reported as 31.52%. The share of Yosys cell area claimed by the top area cell type is 25.16%. TritonCTS created 3 clock buffers.

Entering global routing, the biggest net connects 27 pins. The worst setup path is of the in -> reg kind. The power per cell area is 186.8 mW/mm^2.

The synthesized design spends more area on one cell type than any other, namely dfrtp_1. The worst hold path begins at baud_controller_tx_instance.q[0]$_DFF_PP0_. The number of nets with antenna violations after routing is 0. The number of setup violations in the final report is 0. By instance count, the leading cell after synthesis is dlxtn_1. For this run, the detailed router's first-pass iteration total came to 4. The critical path maximum fanout is 6.

The signed area change from the synthesized netlist to the final layout is 13.79%. The endpoint arrival time on the critical path is 2.36 ns. The critical register-to-register path startpoint is baud_controller_tx_instance.q[8]$_DFF_PP0_. After synthesis, the largest family of logic cells by area is simple AND/OR/NAND/NOR gates.

The tool warning count is 38. The count of pins over their slew limit is 0. The instance area at placement is 0.002774 mm^2. The launch point of the worst path is baud_select[1].

The final standard cell utilization of the core is 35.87%. The routability congestion estimate from global placement is 0.7790. The HPWL after detailed placement is 2814 um.

The final setup TNS is 0 ns. Summing the areas of all and, or, nand and nor instances in the mapped netlist gives 18.32% of the synthesized area. The global-route usage over all layers is 9.521%.

The synthesized netlist devotes 9.059% of its cell area to adder and majority cells. The static power due to leakage is 1.325 nW. The initial antenna violation count is 0.

The total standard cell area after synthesis is 0.002486 mm^2. The vias per cell is 4.411. TritonRoute reported its final design rule violation total as 0. The overall die area is 0.008656 mm^2.

The highest supply drop recorded on VDD is 0.1879 mV. Among all flip-flop cells after synthesis, the most frequent one is dlxtn_1. The first global-routing pass estimated 6727 um of wire.

The violation tally recorded at the end of detailed-routing iteration 0 is 41. Before CTS, the worst setup slack after placement is 2.913 ns. The number of synthesized flops with an enable pin is 0. For the completed layout, the total cell area is recorded as 0.002829 mm^2. The number of hold buffers added after CTS is 0.

The portion of synthesized area spent on multiplexers is 0%. The clock slew at the register clock pins of the worst setup and hold paths is 0.08 ns. The number of resized instances in the post-cts repair step is 0. The post-synthesis cell count from yosys is 254.

The share of the synthesized netlist area taken by xor and xnor gates is 10.22%. The final number of hold-violating endpoints is 0.
[path summary, 6_finish.rpt]
path	slack, ns	cells after the start	end
worst min-delay path	0.50	1	baud_controller_tx_instance.q[0]$_DFF_PP0_
min in group asynchronous	1.16	3	baud_controller_tx_instance.q[9]$_DFF_PP0_
max in group asynchronous	3.95	3	baud_controller_tx_instance.counter[0]$_DFF_PP1_
worst min register to register	0.50	1	baud_controller_tx_instance.q[0]$_DFF_PP0_
worst max register to register	3.61	5	baud_controller_tx_instance.q[1]$_DFF_PP0_
worst max-delay path	3.20	5	baud_controller_tx_instance.counter[3]$_DFF_PP0_
[flip-flops by register name (all words and copies together), names as in the netlist]
| name | count |
|---|---|
| state2 | 2 |
| baud_controller_tx_instance.counter | 12 |
| TxD | 1 |
| baud_controller_tx_instance.q | 14 |
| Tx_BUSY | 1 |
| parity1 | 1 |
| Rx_PERROR | 1 |
| remaining_bits2 | 4 |
| Rx_VALID | 1 |
| remaining_bits1 | 4 |
| Rx_DATA | 8 |
| state1 | 2 |
| tx_byte | 8 |
| counter | 2 |
| parity2 | 1 |
| Tx_DATA | 4 |
[layout by cell type (no fill, tap or decap), drive strengths merged, types with 2 or more instances in the layout]
| master | netlist | final |
|---|---|---|
| a21o | 4 | 4 |
| a21oi | 15 | 15 |
| and3 | 4 | 4 |
| and4 | 2 | 2 |
| buf | 4 | 3 |
| clkbuf | 6 | 4 |
| clkdlybuf4s50 | 0 | 19 |
| dfrtp | 25 | 25 |
| dlxtn | 39 | 39 |
| ha | 18 | 18 |
| inv | 16 | 16 |
| nand2 | 25 | 25 |
| nand2b | 3 | 3 |
| nand3 | 8 | 8 |
| nand4 | 12 | 12 |
| nor2 | 13 | 13 |
| nor2b | 5 | 5 |
| nor3 | 4 | 4 |
| o2111ai | 2 | 2 |
| o21ai | 3 | 3 |
| or2 | 4 | 4 |
| xnor2 | 12 | 12 |
| xor2 | 17 | 17 |
[layer usage]
layer  up-vias  GRT usage [%]  routed length, um
met2        29          15.13               1638
met3         0          1.323                143
met4         0         0.2564                  0
met1       747          14.97               1888
met5         -              0                  0
li1        865              -                  -
[cell families after synthesis]
kind of cell	after synthesis
xor gates and xnor gates	29
and+or+nand+nor	85
latches	40
AOI/OAI and AO/OA	29
adders and majority gates	18
buffers and inverters	26
DFF	26
other	1
[where the power goes]
| part | total, W | switching, W | internal, W |
|---|---|---|---|
| clock network | 0.000120 | 0.0000552 | 0.0000650 |
| logic | 0.000136 | 0.0000744 | 0.0000612 |
| registers | 0.000273 | 0.0000438 | 0.000229 |
[cell type report]
class	count	area, um^2
clock buffers	4	55.05
flip-flops and latches	66	1252
inverters	16	60.06
fillers	788	5059
repair buffers	22	212.7
well taps	102	127.6
multi-input cells	162	1121
[critical path, cell delays in order]
cell and delay [ns]:
clkdlybuf4s50_1 0.58, inv_1 0.12, ha_1 0.28, nor2b_1 0.14, a21o_1 0.16
[stage by stage]
stage                     instances  power [W]  hold slack, ns
after global routing            372  0.0005672          0.5312
final                           372  0.0005283          0.5047
after CTS                       372  0.0005341          0.5056
after global placement          368  0.0004109          0.4881
after floorplan                 254  0.0003776          0.4563
after detailed placement        368  0.0004127          0.4937
Power is estimated from default activity; no workload was simulated.
