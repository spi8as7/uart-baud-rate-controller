<file path="flow/config.mk">
export PLATFORM = sky130hd
export DESIGN_NAME = uart_receiver
export DESIGN_NICKNAME = uart_receiver
export VERILOG_FILES = /design/flow/design.v
export SDC_FILE = /design/flow/constraint.sdc
export NUM_CORES = 4
export LEC_CHECK = 1
export CORE_AREA = 10 10 108 108
export DIE_AREA = 0 0 118 118
</file>
<file path="flow/design.v">
`timescale 1ns / 1ps
module baud_controller(
    input reset,
    input clk,
    input [2:0] baud_select,
    output sample_ENABLE
    );
	reg[13:0] q;
	reg [13:0]counter;
	wire[13:0] q_next;
	always@(posedge clk,posedge reset)
		if(reset)
			q<=0;
		else 
			q<= q_next;
	always@(posedge clk,posedge reset)
		if(reset) 
			counter<=1;
		else
			case(baud_select) 
				3'b000: 	
							begin
							counter <= 14'b10100010110000;
							end
				3'b001: 	
							begin
							counter <= 12'b101000101100;
							end
				3'b010: 	
							begin
							counter <= 10'b1010001011;
							end
				3'b011: 	
							begin
							counter <= 9'b101000101;
							end
				3'b100: 	
							begin
							counter <= 8'b10100010;
							end
				3'b101: 	
							begin
							counter <= 7'b1010001;
							end
				3'b110: 	
							begin
							counter <= 6'b110110;
							end	
				3'b111: 	
							begin
							counter <= 5'b11100;
							end								
			endcase				
	assign q_next = ( q == counter ) ? 0 : q+1;	
	assign sample_ENABLE = ( q == counter ) ? 1'b1 : 1'b0;
endmodule
`timescale 1ns / 1ps
module uart_receiver(
    input reset,
    input clk,
    input [2:0] baud_select,
    input Rx_EN,
    input RxD,
    output reg [7:0] Rx_DATA,
    output Rx_FERROR,   
    output reg Rx_PERROR,   
    output reg Rx_VALID     
    );
	wire Rx_sample_ENABLE;
   reg [3:0] remaining_bits;
	reg [1:0]state=2'b00;	
	reg parity=0;  
	reg [10:0]debug;
	reg debug_sima;
	baud_controller baud_controller_rx_instance(reset,clk,baud_select,Rx_sample_ENABLE);
	always@(Rx_sample_ENABLE) 
		if(Rx_EN && Rx_sample_ENABLE)
			case(state)
				2'b00:	begin
							Rx_VALID<=0;
							if(!RxD)	
								begin
								debug <= {RxD, debug[10:1]};
								remaining_bits <= 8;
								state<=2'b01;
								debug_sima<=RxD;	
								end
							end	
				2'b01:   begin
								Rx_VALID<=0;
									begin
									remaining_bits <= remaining_bits -1;
									if(remaining_bits == 1)
										begin
										state<=2'b10;
										debug <= {RxD, debug[10:1]};
										debug_sima<=RxD;
										end
									if (RxD)
										parity <= ~parity;
									Rx_DATA <= {RxD, Rx_DATA[7:1]};
									debug <= {RxD, debug[10:1]};
									debug_sima<=RxD;
									end
							end		
				2'b10:	begin
							debug <= {RxD, debug[10:1]};
							debug_sima<=RxD;
							if(RxD == parity)
								begin
								state<=11;
								Rx_VALID<=1;
								debug_sima<=RxD;
								end
							else
								begin
								state<=00;
								debug_sima<=RxD;
								Rx_PERROR<=1;
								end
							end
				2'b11:	begin
							state<=00;
							debug <= {RxD, debug[10:1]};
							debug_sima<=RxD;
							Rx_VALID<=1;
							end
	endcase
endmodule
</file>
<file path="flow/constraint.sdc">
current_design uart_receiver

set clk_period 5.6
set clk_io_pct 0.2

create_clock -name clk0 -period $clk_period [get_ports {clk}]

set non_clock_inputs [all_inputs -no_clocks]
set_input_delay [expr $clk_period * $clk_io_pct] -clock clk0 $non_clock_inputs
set_output_delay [expr $clk_period * $clk_io_pct] -clock clk0 [all_outputs]
</file>
<file path="flow/run.sh">
#!/bin/bash
# OpenROAD 26Q1-2900-gdf79404cd8, Yosys 0.63+post, stock flow scripts
make -C /OpenROAD-flow-scripts/flow DESIGN_CONFIG=/design/flow/config.mk WORK_HOME=/design/flow/orfs finish
</file>
==> results.yml <==
# generated from flow reports
critical_path:
  critPathLaunch: "baud_select[1]"
  timing.rr.start: "baud_controller_rx_instance.q[0]"
  cp-end-kind: "flop"
  crit_chain: "clkdlybuf4s50_1 -> inv_1 -> ha_1 -> nor2b_1 -> a21o_1"
  critical_path_required_ns: 5.77
  crit_type: "in -> reg"
  cp_slowest_cell: "clkdlybuf4s50_1"
  max_stage_delay_ns: 0.58
  regToRegSetupSlack_ns: 3.83
  endpoint: "baud_controller_rx_instance.counter[3]"
  r2r-end: "baud_controller_rx_instance.q[1]"
  ff2ff_path_depth: 5
  worstPathMaxFanout: 6
  start_kind: "primary input"
  crit_arrival_ns: 2.39
synthesis:
  yosys-top-cells-count: "25 x dfrtp_1, 19 x nor2_1, 19 x xnor2_1"
  synth-edff-count: 0
  ys.flop_type: "dfrtp_1"
  ys_seq_elements: 42
  synth_chip_area_um2: 1710
  postSynthCellCount: 165
  topCellsByArea: "dfrtp_1 37%, dlxtn_1 14%, xnor2_1 9.7%, ha_1 5.9%, nor2_1 4.2%"
  yosys_cells: 165
  ys_warn_count: 20
  yosysTopAreaCellShare_pct: 36.6
  ys_types: 31
  synth.most_common_cell: "dfrtp_1"
  top_area_cell: "dfrtp_1"
  async_reset_ff_share_pct: 61.9
  syn_area_per_cell_um2: 10.4
  synth_area_um2: 1710
timing:
  finClkSkew_ns: 0.00318
  finalSetupViolCount: 0
  finalClockPeriodUsage_pct: 39.7
  untimed_endpoints: 25
  setup_tns_ns: 0
  hold_viol_final: 0
  setup_ws_ns: 3.38
  slew_viol_final: 0
  clock.fmax_mhz: 450
  rsz0062_at_grt: "no"
  unclocked_regs: 16
  final.min_clock_period_ns: 2.22
routing:
  wire_per_inst_um: 9.07
  drc_errors: 0
  drt-total-wl_um: 2800
  ant_nets: 0
  num_vias: 1103
  diodes: 0
  drtIter0Drc: 49
  vias_per_cell: 3.57
  first_pass_iters: 4
min_path:
  hold_path.class: "reg -> reg"
  min_from: "baud_controller_rx_instance.q[13]"
grt:
  grt_pass1_wl_um: 4930
  grt_pass1_vias: 1080
  track_usage_pct: 4.07
  grt_start_max_net_pins: 27
  antenna_found_initial: 0
  grt-ovfl-total: 0
place:
  port_buffers: 15
  hpwlAfterDp_um: 2170
  gp_congestion: 0.798
  pre_cts_ws_ns: 3.08
clocking:
  clockBufferDepth: 2
  insertion_delay_ns: 0.27
  cts_root_buf: "clkbuf_8"
  cts_setup_buffers: 0
  clkSlewWorstSetupHoldPaths_ns: 0.09
  hold_buffers: 0
  cts_max_level: 1
  cts_tree: "done"
  cts_buffers: 3
  ctsResizeCount: 0
die:
  die_area_um2: 13900
  num_rows: 35
  io_pins: 18
  die_h_um: 118
  die_w_um: 118
  coreArea_um2: 9280
  fp_util_pct: 18.4
finish:
  seq_area_um2: 892
  area_delta_synth_final_pct: 20.6
  logic_area_um2: 736
  nFillCells: 1013
  drive_gt1_share_pct: 6.67
job:
  cap_violations: 0
  openroad.warnings: 30
outcome:
  status: "finished, final reports clean"
logic make-up (layout without fill, tap and decap cells):
logic type      after synthesis  count (layout)  synth area share, %
buf+inv                      16              31                 4.83
compound gates               11              11                 4.02
xor+xnor                     27              27                 13.8
other cells                   2               2                0.439
fa+ha+maj                     8               8                 5.85
simple gates                 59              59                 18.9
latches                      16              16                 14.0
flops                        26              26                 38.1
placed cells by master, fill, tap and decap left out, types with 8 or more instances in the layout:
cell type        Yosys  final
xor2_1               8      8
nand4_1              9      9
xnor2_1             19     19
dlxtn_1             16     16
clkdlybuf4s50_1      0     15
dfrtp_1             25     25
nor2_1              19     19
ha_1                 8      8
nand3_1              9      9
inv_1               10     10
layout make-up:
type,instances,share of cell area (%)
multi-input combinational,107,35.7
sequential,42,43.2
timing repair buffer,17,8.00
tap,129,7.82
inverter,10,1.82
clock inverter,1,1.46
clock buffer,3,2.00
registers in the layout, indices dropped and copies added, names as in the netlist:
name,count
baud_controller_rx_instance.q,14
baud_controller_rx_instance.counter,12
Rx_DATA,8
remaining_bits,4
state,2
Rx_VALID,1
parity,1
per-layer routing:
layer | up-vias | part of all wire (%) | routed length, µm | GRT usage, %
met2 | 22 | 42 | 1170 | 6.01
met5 | - | 0 | 0 | 0
met3 | 2 | 5.2 | 145 | 1.46
met1 | 510 | 53 | 1480 | 5.76
li1 | 569 | - | - | -
met4 | 0 | 0.57 | 16 | 0.464
worst max-delay path, delay by kind of cell:
family	cells	cell delay [ns]
simple gates	1	0.14
buf+inv	2	0.70
fa+ha+maj	1	0.27
compound gates	1	0.16
through the flow:
step           hold slack [ns]  util (%)  area (µm²)  cells
2_1_floorplan            0.519         -        1710    165
3_3_place_gp             0.563      21.5        1990    305
3_5_place_dp             0.563      21.5        1990    305
4_1_cts                  0.579      22.2        2060    309
5_1_grt                  0.620      22.2        2060    309
6_report                 0.579      22.2        2060    309
worst min path at each step:
stage / to / slack [ns] / cells after the start
after CTS: baud_controller_rx_instance.q[13] / 0.58 / 2
after global routing: baud_controller_rx_instance.q[13] / 0.62 / 2
final: baud_controller_rx_instance.q[13] / 0.58 / 2
